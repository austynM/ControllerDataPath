$ cat ./config.mk
export PLATFORM = sky130hd
export DESIGN_NAME = lab5_board
export DESIGN_NICKNAME = lab5_board
export VERILOG_FILES = /design/flow/design.v
export SDC_FILE = /design/flow/constraint.sdc
export NUM_CORES = 4
export LEC_CHECK = 1
export CORE_UTILIZATION = 30
$ cat ./constraint.sdc
current_design lab5_board

set clk_period 2.8
set clk_io_pct 0.2

create_clock -name clk0 -period $clk_period [get_ports {CLK}]

set non_clock_inputs [all_inputs -no_clocks]
set_input_delay [expr $clk_period * $clk_io_pct] -clock clk0 $non_clock_inputs
set_output_delay [expr $clk_period * $clk_io_pct] -clock clk0 [all_outputs]
$ cat ./design.v
`timescale 1ns / 1ps
module mux_21(mux_in0, mux_in1, sel, mux_out);
input sel;
input [3:0] mux_in0;
input [3:0] mux_in1;
output [3:0] mux_out;
reg [3:0] mux_out;
always @ (sel or mux_in0 or mux_in1) begin
	case(sel)
		1'b0: mux_out = mux_in0;
		1'b1: mux_out = mux_in1;
		default: mux_out = 1'bz;
	endcase
end
endmodule
`timescale 1ns / 1ps
module GCD_wrapper_func(X, Y, START, RESET, GCD_OUT, DONE, CLK);
input[3:0] X, Y;
input START, RESET, CLK;
output[3:0] GCD_OUT;
output DONE;
wire x_sel;
wire y_sel;
wire x_ld;
wire y_ld;
wire x_neq_y;
wire x_lt_y;
wire d_ld;
wire deb;
debouncer A(
	.clk(CLK),
	.in(START),
	.out(deb)
);
ccontroller_FSM control(
	.clk(CLK),
	.reset(RESET),
	.go_i(deb),
	.x_sel(x_sel),
	.y_sel(y_sel),
	.x_ld(x_ld),
	.y_ld(y_ld),
	.x_neq_y(x_neq_y),
	.x_lt_y(x_lt_y),
	.d_ld(d_ld),
	.done(DONE));
struc_datapath datapath(
	.clk(CLK),
	.reset(RESET),
	.x_i(X),
	.y_i(Y),
	.d_o(GCD_OUT),
	.x_sel(x_sel),
	.y_sel(y_sel),
	.x_ld(x_ld),
	.y_ld(y_ld),
	.d_ld(d_ld),
	.x_neq_y(x_neq_y),
	.x_lt_y(x_lt_y));
endmodule
`timescale 1ns / 1ps
module NEQ(X, Y, x_neq_y);
input [3:0] X, Y;
output x_neq_y;
assign x_neq_y = (X != Y) ? 1'b1:1'b0; 
endmodule
`timescale 1ns / 1ps
module ccontroller_FSM(go_i, x_sel, y_sel, x_ld, y_ld, x_neq_y, x_lt_y, d_ld, clk, reset, done);
input go_i, x_neq_y, x_lt_y, clk, reset;
output reg x_sel, y_sel, x_ld, y_ld, d_ld, done;
localparam 
	state_1 = 4'b0000,
	state_2 = 4'b0001,
	state_2j = 4'b0010,
	state_3 = 4'b0011,
	state_4 = 4'b0100,
	state_5 = 4'b0101,
	state_6 = 4'b0110,
	state_7 = 4'b0111,
	state_8 = 4'b1000,
	state_6j = 4'b1001,
	state_5j = 4'b1010,
	state_9 = 4'b1011,
	state_1j = 4'b1100,
	state_d = 4'b1101;
reg [3:0] state = state_1;
always@ (negedge clk)
	if(reset == 1)begin
		state = state_1;
		done = 0;
		x_sel = 0;
		y_sel = 0;
		x_ld = 0;
		y_ld = 0;
		d_ld = 0;
	end
	else 
	case(state)
		state_1 : begin
			state = state_2;
			done = 0;
		end
		state_2 : begin 
			if(go_i == 1)
				state = state_3;
			else 
				state = state_2j;
		end
		state_2j : begin
			state = state_2;
		end
		state_3 : begin
			x_sel = 0;
			x_ld = 1;
			state = state_4;
		end
		state_4 : begin
			x_ld = 0;
			y_sel = 0;
			y_ld = 1;
			state = state_5;
		end
		state_5 : begin
			y_ld = 0;
			if(x_neq_y == 1)
				state = state_6;
			else 
				state = state_9;
		end
		state_6 : begin
			if(x_lt_y == 1)
				state = state_7;
			else 
				state = state_8;
		end
		state_7 : begin
			y_sel = 1;
			y_ld = 1;
			state = state_6j;
		end
		state_8 : begin
			x_sel = 1;
			x_ld = 1;
			state = state_6j;
		end
		state_6j : begin
			x_ld = 0;
			y_ld = 0;
			state = state_5j;
		end
		state_5j : begin
			state = state_5;
		end
		state_9 : begin
			d_ld = 1;
			state = state_1j;
		end
		state_1j : begin
			d_ld = 0;
			state = state_d;
		end
		state_d : begin
			done = 1;
		end
	endcase
endmodule
`timescale 1ns / 1ps
module debouncer(clk, in, out);
	input clk;
	input in;
	output reg out = 1'b0;
	reg sync = 1'b0;
	reg sync2 = 1'b0;
	reg sync3 = 1'b0;
	reg clock_div_prev = 1'b0;
	reg out_prev = 1'b0;
	always @(posedge clk) begin
		sync <= in;
		sync2 <= sync;
		sync3 <= sync2;
		out <= (!sync3 && sync2);
	end
endmodule
`timescale 1ns / 1ps
module dff(clk, d, q, enable, reset);
input clk;
input [3:0] d;
input enable, reset;
output [3:0] q;
reg [3:0] q;
initial begin q = 0;
end 
always @(posedge clk) begin 
	if(reset && !enable) begin 
		q = 0;
	end 
	else if(enable && !reset) begin 
		q = d; 
	end 
	else 
		q = q;
	end 
endmodule
`timescale 1ns / 1ps
module lab5_board(LED, SW, CLK, BTN, LDT2R, DIP);
output[7:0] LED;
output LDT2R;
input [3:0] SW;
input [3:0] BTN;
input [3:0]DIP;
input CLK;
GCD_wrapper_func A(
	.X(SW[3:0]),
	.Y(DIP[3:0]),
	.START(BTN[0]),
	.RESET(BTN[3]),
	.GCD_OUT(LED[3:0]),
	.DONE(LDT2R),
	.CLK(CLK)
);
endmodule
`timescale 1ns / 1ps
module less_than(X, Y, x_lt_y);
input [3:0] X, Y;
output x_lt_y;
assign x_lt_y = (X < Y) ? 1'b1:1'b0;
endmodule
`timescale 1ns / 1ps
module struc_datapath(x_i, y_i, d_o, x_sel, y_sel, x_ld, y_ld, x_neq_y, x_lt_y, d_ld, clk, reset);
input x_sel, x_ld, y_sel, y_ld, d_ld;
input clk, reset;
input[3:0] x_i, y_i;
output x_neq_y, x_lt_y;
output [3:0] d_o;
wire[3:0] x_reg_out;
wire [3:0] y_reg_out;
wire [3:0] d_reg_out;
wire [3:0] x_sub_y;
wire [3:0] y_sub_x;
wire [3:0] x_mux_res;
wire [3:0] y_mux_res;
mux_21 x_mux(
	.mux_in0(x_i),
	.mux_in1(x_sub_y),
	.mux_out(x_mux_res),
	.sel(x_sel));
mux_21 y_mux(
	.mux_in0(y_i),
	.mux_in1(y_sub_x),
	.mux_out(y_mux_res),
	.sel(y_sel));
dff x_reg(
	.clk(clk),
	.d(x_mux_res),
	.q(x_reg_out),
	.enable(x_ld),
	.reset(reset));
dff y_reg(
	.clk(clk),
	.d(y_mux_res),
	.q(y_reg_out),
	.enable(y_ld),
	.reset(reset));
NEQ not_eq(
	.X(x_reg_out),
	.Y(y_reg_out),
	.x_neq_y(x_neq_y));
less_than lessThan(
	.X(x_reg_out),
	.Y(y_reg_out),
	.x_lt_y(x_lt_y));
sub x_sub_y_mod(
	.A_in(x_reg_out),
	.B_in(y_reg_out),
	.diff(x_sub_y));
sub y_sub_x_mod(
	.A_in(y_reg_out),
	.B_in(x_reg_out),
	.diff(y_sub_x));
dff d_reg(
	.clk(clk),
	.d(x_reg_out),
	.q(d_o),
	.enable(d_ld),
	.reset(reset));
endmodule
`timescale 1ns / 1ps
module sub(A_in, B_in, diff);
input [3:0] A_in, B_in;
output [3:0] diff;
assign diff = (A_in - B_in);
endmodule
$ cat ./run.sh
#!/bin/bash
# OpenROAD 26Q1-2900-gdf79404cd8, Yosys 0.63+post, stock flow scripts
make -C /OpenROAD-flow-scripts/flow DESIGN_CONFIG=/design/flow/config.mk WORK_HOME=/design/flow/orfs finish
==> run_results.csv <==
group,metric,value,unit
worst_setup_path,cp_top_family,"adder cells",
sta,maxSlewViolCount,0,
sta,rsz0062_at_grt,"true",
routing,drc,0,
floorplanning,num_rows,24,
clocking,cts_buffer_depth,2,
worst_setup_path,reg2reg_to,"A.control.state[0]$_SDFFE_NP0P_",
run_status,status,"complete, but fails checks",
worst_setup_path,cpPeakStageDelay,0.36,ns
global_route,grt-busiest-layer,"met1",
global_route,gr-usage-met2,19.4,%
global_route,grt-ovfl-total,0,
cells_and_area,area_growth,27.9,%
place,dpl.hpwl,2.21,mm
worst_setup_path,worst_path_most_repeated_cell,"a211oi_1",
clocking,cts_hold_buf,0,
logic_synthesis,syn_area_per_cell,8.47,sq um
logic_synthesis,top_cell_area_share,35.7,%
worst_setup_path,critical_path.max_fanout,2,
pwr,p_comb_share,14.6,%
cells_and_area,fillers,466,
clocking,htreeDepth,1,
pwr,vdd_drop_max,0.000358,V
clocking,root_buffer,"clkbuf_8",
worst_setup_path,cp.depth,8,
worst_setup_path,crit_path_end_kind,"flip-flop",
sta,report.final.setup_viol,4,
pwr,seq_power_share,50.7,%
global_route,grt_max_degree,16,
routing,vias,1250,
worst_hold_path,holdCritPathClass,"flip-flop to flip-flop",
worst_setup_path,crit_type,"flip-flop to flip-flop",
sta,setup_ws,-0.165,ns
place,gp_congestion,0.902,
sta,fin_setup_tns,-0.537,ns
logic_synthesis,yosys-stat-area,1460,sq um
worst_setup_path,cp.arrival,1.77,ns
worst_setup_path,required,1.60,ns
worst_setup_path,cpMaxStageDelayCell,"fa_2",
logic_synthesis,syn-cell-area,1460,sq um
floorplanning,coreArea,4500,sq um
sta,skew,0.0693,ns
pwr,p_leak,0.000738,uW
routing,ant_nets,0,
worst_hold_path,min_path_cells,0,
pwr,powerDensity,424,nW/um^2
sta,hold_viol_final,0,
routing,wl,2.93,mm
routing,drtIter0Drc,62,
floorplanning,io_pins,22,
routing,wl_per_cell,11.3,um
worst_setup_path,crit_path_cell_trace,"inv_2, ha_4, fa_2, nor2b_4, o21a_1, nor2_1, a211oi_1, a211oi_1",
clocking,cts_sinks,26,
routing,viasPerCell,4.81,
global_route,grt_use_met3,2.14,%
worst_hold_path,hold_end,"A.A.sync2$_DFF_P_",
cells_and_area,final_common_cell,"inv_1",
routing,antenna_cells,0,
global_route,grt_pass1_wl,5.26,mm
pwr,p_int,566,uW
pwr,switching_share,28.3,%
worst_hold_path,hp-start,"A.A.sync$_DFF_P_",
worst_setup_path,r2r-start,"A.datapath.x_reg.q[0]$_SDFFE_PP0P_",
logic_synthesis,largest_area_cell,"dfxtp_1",
run_status,failed_checks,"negative setup slack",
global_route,antenna_found_initial,0,
logic_synthesis,synthDistinctLibCells,39,
worst_setup_path,reg2reg_slack,-0.16,ns
run,warning_count,43,
cells_and_area,final_cell_mix,"inv_1, dfxtp_1, buf_4",
pwr,clkPwrFrac,34.7,%
worst_setup_path,ff2ff_path_depth,8,
global_route,grt_pass1_vias,1172,
floorplanning,die_y,71.7,um
logic_synthesis,ys.flops,26,
floorplanning,initCoreUtil,32.4,%
place,port_buffers,15,
worst_setup_path,startpoint_type,"flip-flop",
run,max-cap-violations,0,
floorplanning,chip_area,5140,sq um
place,post-place-ws,-0.297,ns
worst_setup_path,cp_num_buf_inv,1,
pwr,p_sw,224,uW
cells_and_area,drive_above_1_share,18.8,%
clocking,cts_tree,"built",
logic_synthesis,ys_cells,172,
floorplanning,die_w,71.7,um
global_route,use_met1,20.9,%
logic_synthesis,syn_inst,172,
logic_synthesis,ys_seq_share,35.7,%
clocking,clk_latency,0.34,ns
logic_synthesis,yosys_warnings,9,
global_route,grt_util_all_layers,12.9,%
clocking,path_clk_slew,0.09,ns
clocking,cts_made_buffers,3,
routing,drt_first_pass_iters,4,
logic_synthesis,top_cells_by_area,"dfxtp_1, o21ai_0, ha_1",
==> sequential cells by signal, indices dropped and copies added (netlist names) <==
register / flops
A.control.state: 4
A.datapath.d_reg.q: 4
A.datapath.x_reg.q: 4
A.datapath.y_reg.q: 4
A.A.out: 1
A.A.sync: 1
A.A.sync2: 1
A.A.sync3: 1
A.control.d_ld: 1
A.control.done: 1
A.control.x_ld: 1
A.control.x_sel: 1
A.control.y_ld: 1
A.control.y_sel: 1
==> Yosys cell counts (all sizes together) <==
| cell type | instances |
|---|---|
| a2111oi | 1 |
| a211o | 1 |
| a211oi | 3 |
| a21boi | 1 |
| a21o | 1 |
| a21oi | 11 |
| a22o | 3 |
| a22oi | 1 |
| a311oi | 1 |
| a31oi | 1 |
| buf | 9 |
| clkbuf | 6 |
| conb | 1 |
| dfxtp | 26 |
| fa | 2 |
| ha | 7 |
| inv | 16 |
| mux2 | 2 |
| mux2i | 7 |
| nand2 | 8 |
| nand2b | 2 |
| nand3 | 8 |
| nand4 | 1 |
| nor2 | 13 |
| nor2b | 3 |
| nor3b | 1 |
| o211ai | 2 |
| o21a | 1 |
| o21ai | 19 |
| o22ai | 2 |
| o31ai | 4 |
| o32ai | 1 |
| or2b | 1 |
| xnor2 | 4 |
| xor2 | 2 |
==> power by group through the flow <==
| stage | sequential (uW) | clock (uW) | combinational, uW |
|---|---|---|---|
| CTS | 400 | 286 | 116 |
| finish | 400 | 274 | 115 |
| global route | 402 | 316 | 129 |
==> worst reg2reg max path, cell delays in order (launching register included) <==
cell	delay, ns
dfxtp_2	0.34
inv_2	0.04
ha_4	0.15
fa_2	0.36
nor2b_4	0.11
o21a_1	0.15
nor2_1	0.08
a211oi_1	0.20
a211oi_1	0.06
==> through the flow <==
stage | instance area [sq um] | hold WS (ns) | power (uW) | cells | util, %
after floorplan | 1490 | 0.310 | 504 | 175 | -
after global placement | 1750 | 0.312 | 545 | 246 | 38.9
after detailed placement | 1750 | 0.316 | 544 | 246 | 38.9
after CTS | 1860 | 0.340 | 802 | 260 | 41.4
after global routing | 1860 | 0.351 | 847 | 260 | 41.4
final | 1860 | 0.336 | 790 | 260 | 41.4
==> routing by layer <==
layer  wire [um]  up-vias
li1            -      657
met1        1570      569
met2        1220       20
met3         118        4
met4          14        0
met5           0        -
==> how the worst max path moves through the flow <==
stage,end,from
6_report,A.control.state[0]$_SDFFE_NP0P_,A.datapath.x_reg.q[0]$_SDFFE_PP0P_
5_1_grt,A.control.state[3]$_SDFFE_NP0P_,A.datapath.x_reg.q[0]$_SDFFE_PP0P_
4_1_cts,A.control.state[3]$_SDFFE_NP0P_,A.datapath.x_reg.q[0]$_SDFFE_PP0P_
==> cells by family after synthesis <==
kind of cell | after synthesis | synth area share, %
AND/OR/NAND/NOR | 37 | 12.3
AND-OR/OR-AND | 53 | 22.7
flip-flops | 26 | 35.7
other | 1 | 0.257
XOR/XNOR | 6 | 3.61
buffers and inverters | 31 | 10.3
multiplexers | 9 | 6.35
adder cells (fa/ha/maj) | 9 | 8.76
==> area by class of cell <==
| class | instances | area (sq um) | share of cell area [%] |
|---|---|---|---|
| clock inverter | 11 | 42.5 | 2.28 |
| tap | 52 | 65.1 | 3.49 |
| inverter | 15 | 56.3 | 3.02 |
| multi-input combinational | 118 | 838 | 45.0 |
| sequential | 26 | 526 | 28.2 |
| timing repair buffer | 35 | 295 | 15.8 |
| clock buffer | 3 | 41.3 | 2.21 |
==> what timing repair did <==
item,4_1_cts,5_1_grt
buffers inserted,1,0
pin swaps,4,2
endpoints found under the setup margin,5,5
resized,6,2
Power and IR drop assume default switching activity.
